==> flow/design.v <==
interface clk_intf #(
    parameter CLK_PERIOD = 5
)(
    output logic clk
);
    initial begin
        clk = 1'b0;
    end
    always #(CLK_PERIOD) clk = !clk;
endinterface
package memory_types_pkg;
    typedef struct packed {
        logic [2:0]  mtype;
        logic [31:0] addr;
        logic [1:0]  len;
        logic [31:0] data;
    } mem_pkt_t;
    typedef enum logic [2:0] {
        READ = 3'd0,
        WRITE = 3'd1
    } mem_pkt_type_e;
endpackage
package core_types_pkg;
    localparam N_BITS = 32;
    localparam N_BITS_LOG2 = $clog2(N_BITS);
    localparam RF_N_REGS = 32;
    localparam RF_IDX_WIDTH = $clog2(RF_N_REGS);
    localparam logic [31:0] PC_RESET = 32'hfffffffc;
    typedef struct packed {
        logic [2:0] funct;
        logic       aux_sel;
    } alu_op_t;
    typedef enum logic[2:0] {
        ALU_FN_AS   = 3'b000,
        ALU_FN_SLL  = 3'b001,
        ALU_FN_SLT  = 3'b010,
        ALU_FN_SLTU = 3'b011,
        ALU_FN_XOR  = 3'b100,
        ALU_FN_SR   = 3'b101,
        ALU_FN_OR   = 3'b110,
        ALU_FN_AND  = 3'b111
    } alu_funct_e;
    typedef enum logic[3:0] {
        ALU_OP_ADD  = {ALU_FN_AS, 1'b0},
        ALU_OP_SUB  = {ALU_FN_AS, 1'b1},
        ALU_OP_SLL  = {ALU_FN_SLL, 1'b0},
        ALU_OP_SLT  = {ALU_FN_SLT, 1'b0},
        ALU_OP_SLTU = {ALU_FN_SLTU, 1'b0},
        ALU_OP_XOR  = {ALU_FN_XOR, 1'b0},
        ALU_OP_SRL  = {ALU_FN_SR, 1'b0},
        ALU_OP_SRA  = {ALU_FN_SR, 1'b1},
        ALU_OP_OR   = {ALU_FN_OR, 1'b0},
        ALU_OP_AND  = {ALU_FN_AND, 1'b0}
    } alu_op_e;
    typedef struct packed {
        logic [RF_IDX_WIDTH-1:0]    rd;
        logic                       wr_en;
    } rf_ctrl_t;
    typedef struct packed {
        logic       vld;
        logic       mtype;  
        logic [1:0] len;
    } dmem_req_ctrl_t;
    typedef struct packed {
        logic       is_jal;
        logic       is_jalr;
        logic       is_branch;
        logic [2:0] branch_fn;
    } ctrl_transfer_t;
endpackage
package riscv_pkg;
    localparam  OPCODE_LEN = 7;
    localparam  FUNCT3_LEN = 3;
    typedef enum logic[6:0] {
        LUI     = 7'b0110111,
        AUIPC   = 7'b0010111,
        JAL     = 7'b1101111,
        JALR    = 7'b1100111,
        BRANCH  = 7'b1100011,
        LOAD    = 7'b0000011,
        STORE   = 7'b0100011,
        RI      = 7'b0010011,  
        RR      = 7'b0110011,  
        FENCE   = 7'b0001111,
        EXCPT   = 7'b1110011
    } opcode_e;
    typedef struct packed {
        logic   LUI;
        logic   AUIPC;
        logic   JAL;
        logic   JALR;
        logic   BRANCH;
        logic   LOAD;
        logic   STORE;
        logic   RI;
        logic   RR;
        logic   FENCE;
        logic   EXCPT;
    } opcode_1hot_struct_t;
    typedef enum logic[2:0] {
        R_type  = 3'b000,
        I_type  = 3'b001,
        S_type  = 3'b010,
        B_type  = 3'b011,
        U_type  = 3'b100,
        J_type  = 3'b101,
        NONE_t  = 3'b111
    } instr_formats_e;
    typedef struct packed {
        logic   R_fmt;
        logic   I_fmt;
        logic   S_fmt;
        logic   B_fmt;
        logic   U_fmt;
        logic   J_fmt;
    } instr_fmt_1hot_struct_t;
endpackage
module dl_mux16 #(
    parameter NUM_BITS = 32
)(
    input  logic [NUM_BITS-1:0]  in0,
    input  logic [NUM_BITS-1:0]  in1,
    input  logic [NUM_BITS-1:0]  in2,
    input  logic [NUM_BITS-1:0]  in3,
    input  logic [NUM_BITS-1:0]  in4,
    input  logic [NUM_BITS-1:0]  in5,
    input  logic [NUM_BITS-1:0]  in6,
    input  logic [NUM_BITS-1:0]  in7,
    input  logic [NUM_BITS-1:0]  in8,
    input  logic [NUM_BITS-1:0]  in9,
    input  logic [NUM_BITS-1:0]  in10,
    input  logic [NUM_BITS-1:0]  in11,
    input  logic [NUM_BITS-1:0]  in12,
    input  logic [NUM_BITS-1:0]  in13,
    input  logic [NUM_BITS-1:0]  in14,
    input  logic [NUM_BITS-1:0]  in15,
    input  logic [3:0]           sel,
    output logic [NUM_BITS-1:0]  out
);
    always_comb begin
        case (sel)
            4'd0:   out = in0;
            4'd1:   out = in1;
            4'd2:   out = in2;
            4'd3:   out = in3;
            4'd4:   out = in4;
            4'd5:   out = in5;
            4'd6:   out = in6;
            4'd7:   out = in7;
            4'd8:   out = in8;
            4'd9:   out = in9;
            4'd10:   out = in10;
            4'd11:   out = in11;
            4'd12:   out = in12;
            4'd13:   out = in13;
            4'd14:   out = in14;
            4'd15:   out = in15;
            default: out = in0;
        endcase
    end
endmodule
==> flow/run.sh <==
#!/bin/bash
# OpenROAD 26Q1-2900-gdf79404cd8, Yosys 0.63+post, stock flow scripts
make -C /OpenROAD-flow-scripts/flow DESIGN_CONFIG=/design/flow/config.mk WORK_HOME=/design/flow/orfs finish
==> flow/config.mk <==
export PLATFORM = sky130hd
export DESIGN_NAME = dl_mux16
export DESIGN_NICKNAME = dl_mux16
export VERILOG_FILES = /design/flow/design.v
export SDC_FILE = /design/flow/constraint.sdc
export NUM_CORES = 4
export LEC_CHECK = 1
export CORE_AREA = 10 10 216 216
export DIE_AREA = 0 0 226 226
==> flow/constraint.sdc <==
current_design dl_mux16

set clk_period 11.1
set clk_io_pct 0.2

create_clock -name clk0 -period $clk_period

set non_clock_inputs [all_inputs -no_clocks]
set_input_delay [expr $clk_period * $clk_io_pct] -clock clk0 $non_clock_inputs
set_output_delay [expr $clk_period * $clk_io_pct] -clock clk0 [all_outputs]
==> summary.txt <==
Implementation status.

- The number of distinct library cells after synthesis is 46.
- The number of port buffers is 548.
- The data arrival time of the worst path is 5.61 ns.
- The type of the worst setup path is in2out.
- The mean instance size in the synthesized netlist is 6.75 µm².
- In the post-route report, total wirelength is listed as 47800 µm.
- The number of detailed-routing iterations run before antenna repair is 5.
- The clock buffers instantiated in the layout total 0.
- The number of global-route vias before repair is 8482.
- The chip occupies 51100 µm².
- The synthesized chip area reported by yosys is 4100 µm².
- The register cell area after layout is 0 µm².
- The area growth from synthesis to layout is 145%.
- The cell area after synthesis is 4100 µm².
- The final cell area excluding filler cells is 10100 µm².
- The proportion of layout cells with a drive suffix above 1 is 0.0568.
- For this run, the register share of the synthesized area comes to 0.
- The final estimated routing congestion in global placement is 1.00.
- Counting every instance in the synthesized netlist gives 607.
- The required time at the worst-slack endpoint is 8.88 ns.
- The largest net degree at the start of global routing is 54.
- The floorplan step records an initial core utilization of 0.0976.
- Hold-check failures listed in the final report amount to 0.
- The area of placed instances is 10000 µm².
- The worst vdd rail ir drop is 0.0000130 V.
- In this run the remaining antenna-violating nets after routing total 0.
- The flow ran to the end, and the final reports show no timing, DRC or antenna violations.
- In this run the tightest slew margin relative to its limit is 0.447.
- The power report puts the leakage power at 3.36 nW.
- The worst setup path is launched from an input port.
- For the final routed database, the setup TNS stands at 0 ns.
- The final timing report derives a shortest allowable period of 7.83 ns.
- In the global route stage, overall resource usage came out at 0.177.
- The number of I/O pins is 548.
- The highest net fanout along the worst path is 52.
- The path class of the tightest hold or removal check is in2out.
- The count of flip-flops and latches is 0.
- From left edge to right edge, the die measures 226 µm.
- The number of antenna violations at the first check in global routing is 4.
- The cell repeated most along the worst path is buf_4.
- The hold-fix buffer count after cts is 0.
- Counting pins that exceed their max-slew limit in the final report gives 0.
- For this sky-water flow run, the detailed-routed wirelength per cell is reported as 29.3 µm.
- Per STA, the worst path is made up of buf_4 -> buf_4 -> inv_2 -> buf_4 -> o21ai_0 -> a31oi_1 -> a2111oi_2 -> a21oi_1 -> clkdlybuf4s50_1.
- For this run, the top clock speed supported by timing is 128 MHz.
- The HPWL after detailed placement is 39100 µm.
- The number of vias after detailed routing is 7823.
- The tally of yosys warning messages is 1.
- The site row count is 75.
- The post-CTS setup buffer count is 0.
- For this run, design rule violations remaining after detail routing come to 0.
- The kind of end point of the critical path is an output port.
- The transition time recorded at the tightest slew-check pin is 0.826 ns.
- The delay contributed by the slowest stage of the critical path is 0.56 ns.
- The total core area is 41900 µm².
- The critical path's slowest stage uses the library cell buf_4.
- The count of routing violations after the opening detailed-route iteration is 539.
- According to the floorplan report, the die height is 226 µm.
- The power per standard cell area is 41.3 nW/µm².
- In this run, post-CTS repair resized a total of 0 instances.
- The number of warning messages in the logs is 32.
- Setup repair after global routing left no endpoint under its margin.
- The ratio of final minimum period to clock period is 0.706.
- The routed design shows a via density per instance of 4.80.
- The total congestion overflow after global routing is 0.
- The first global-routing pass estimated 64200 µm of wire.
- The total of max-cap violations is 0.
- The count of final setup violators is 0.
- The synth_stat.txt file lists the number of cells as 607.
layout by cell type, fill, tap and decap left out, types with 28 or more instances in the layout:
| cell | instances |
|---|---|
| a21oi_1 | 30 |
| a221oi_1 | 28 |
| a22o_1 | 56 |
| a22oi_1 | 84 |
| a31oi_1 | 28 |
| clkdlybuf4s50_1 | 544 |
| nand3_1 | 50 |
| nor2_1 | 35 |
| o21ai_0 | 38 |
| o22ai_1 | 32 |
report_power, final:
group	total, W	switching, W	leakage [nW]	internal [W]
registers	0	0	0	0
clock network	0.0000000000121	0	0.00000634	0.0000000000121
logic	0.000416	0.000165	3.36	0.000251
total	0.000416	0.000165	3.36	0.000251
critical path: cells and delay by family:
kind | cells | cell delay, ns
AND-OR/OR-AND | 4 | 1.47
buffers and inverters | 5 | 1.83
per-stage QoR:
step                      hold WS, ns  power, W  utilization  cells  setup slack (ns)
after CTS                        5.40  0.000420        0.240   1630              3.21
after global placement           5.39  0.000418        0.240   1630              3.26
after floorplan                  4.51  0.000124            -    607              5.42
final                            5.38  0.000416        0.240   1631              3.27
after detailed placement         5.40  0.000418        0.240   1630              3.22
after global routing             5.43  0.000441        0.240   1630              3.06
routing by layer:
| layer | up-vias | share of wire | GRT usage |
|---|---|---|---|
| met5 | - | 0.00038 | 0 |
| met4 | 4 | 0.017 | 0.0296 |
| met3 | 48 | 0.091 | 0.0472 |
| met2 | 540 | 0.50 | 0.317 |
| met1 | 3705 | 0.39 | 0.210 |
| li1 | 3526 | - | - |
cell usage after synthesis (4+ instances only):
library cell | count | area share
a2111oi_2 | 20 | 0.073
a211o_1 | 23 | 0.049
a211oi_1 | 4 | 0.0073
a21oi_1 | 30 | 0.037
a221oi_1 | 28 | 0.060
a22o_1 | 56 | 0.12
a22oi_1 | 84 | 0.15
a31oi_1 | 28 | 0.043
buf_2 | 31 | 0.038
buf_6 | 6 | 0.016
clkbuf_1 | 40 | 0.037
mux2i_1 | 24 | 0.059
nand2_1 | 15 | 0.014
nand2b_1 | 5 | 0.0076
nand3_1 | 50 | 0.061
nor2_1 | 39 | 0.036
nor2b_1 | 8 | 0.012
nor3_1 | 4 | 0.0049
o21ai_0 | 38 | 0.046
o22ai_1 | 32 | 0.049
logic make-up (layout without fill, tap and decap cells):
| kind of cell | after synthesis | count (layout) | synth area share |
|---|---|---|---|
| multiplexers | 24 | 24 | 0.0587 |
| other | 0 | 1 | 0 |
| buffers and inverters | 86 | 570 | 0.101 |
| AND-OR/OR-AND | 363 | 363 | 0.683 |
| AND/OR/NAND/NOR | 134 | 134 | 0.157 |
cell type report:
type | instances | area [µm²]
Fill cell | 4576 | 31900
Timing Repair Buffer | 567 | 5610
Tap cell | 539 | 674
Inverter | 3 | 11.3
Antenna cell | 1 | 2.50
Multi-Input combinational cell | 521 | 3750
path summary, 6_finish.rpt:
path | cells past startpoint | slack, ns | from | to
max | 9 | 3.27 | sel[0] | out[26]
min | 4 | 5.38 | in0[9] | out[9]
No activity file was given, so power comes from the tool's default toggle rates.
