## flow/run.sh

```bash
#!/bin/bash
# OpenROAD 26Q1-2900-gdf79404cd8, Yosys 0.63+post, stock flow scripts
make -C /OpenROAD-flow-scripts/flow DESIGN_CONFIG=/design/flow/config.mk WORK_HOME=/design/flow/orfs finish
```

## flow/config.mk

```make
export PLATFORM = sky130hd
export DESIGN_NAME = F_stage
export DESIGN_NICKNAME = F_stage
export VERILOG_FILES = /design/flow/design.v
export SDC_FILE = /design/flow/constraint.sdc
export NUM_CORES = 4
export LEC_CHECK = 1
export CORE_AREA = 10 10 86 86
export DIE_AREA = 0 0 96 96
```

## flow/constraint.sdc

```tcl
current_design F_stage

set clk_period 8.5
set clk_io_pct 0.2

create_clock -name clk0 -period $clk_period [get_ports {clk}]

set non_clock_inputs [all_inputs -no_clocks]
set_input_delay [expr $clk_period * $clk_io_pct] -clock clk0 $non_clock_inputs
set_output_delay [expr $clk_period * $clk_io_pct] -clock clk0 [all_outputs]
```

## flow/design.v

```verilog
interface clk_intf #(
    parameter CLK_PERIOD = 5
)(
    output logic clk
);
    initial begin
        clk = 1'b0;
    end
    always #(CLK_PERIOD) clk = !clk;
endinterface
package memory_types_pkg;
    typedef struct packed {
        logic [2:0]  mtype;
        logic [31:0] addr;
        logic [1:0]  len;
        logic [31:0] data;
    } mem_pkt_t;
    typedef enum logic [2:0] {
        READ = 3'd0,
        WRITE = 3'd1
    } mem_pkt_type_e;
endpackage
package core_types_pkg;
    localparam N_BITS = 32;
    localparam N_BITS_LOG2 = $clog2(N_BITS);
    localparam RF_N_REGS = 32;
    localparam RF_IDX_WIDTH = $clog2(RF_N_REGS);
    localparam logic [31:0] PC_RESET = 32'hfffffffc;
    typedef struct packed {
        logic [2:0] funct;
        logic       aux_sel;
    } alu_op_t;
    typedef enum logic[2:0] {
        ALU_FN_AS   = 3'b000,
        ALU_FN_SLL  = 3'b001,
        ALU_FN_SLT  = 3'b010,
        ALU_FN_SLTU = 3'b011,
        ALU_FN_XOR  = 3'b100,
        ALU_FN_SR   = 3'b101,
        ALU_FN_OR   = 3'b110,
        ALU_FN_AND  = 3'b111
    } alu_funct_e;
    typedef enum logic[3:0] {
        ALU_OP_ADD  = {ALU_FN_AS, 1'b0},
        ALU_OP_SUB  = {ALU_FN_AS, 1'b1},
        ALU_OP_SLL  = {ALU_FN_SLL, 1'b0},
        ALU_OP_SLT  = {ALU_FN_SLT, 1'b0},
        ALU_OP_SLTU = {ALU_FN_SLTU, 1'b0},
        ALU_OP_XOR  = {ALU_FN_XOR, 1'b0},
        ALU_OP_SRL  = {ALU_FN_SR, 1'b0},
        ALU_OP_SRA  = {ALU_FN_SR, 1'b1},
        ALU_OP_OR   = {ALU_FN_OR, 1'b0},
        ALU_OP_AND  = {ALU_FN_AND, 1'b0}
    } alu_op_e;
    typedef struct packed {
        logic [RF_IDX_WIDTH-1:0]    rd;
        logic                       wr_en;
    } rf_ctrl_t;
    typedef struct packed {
        logic       vld;
        logic       mtype;  
        logic [1:0] len;
    } dmem_req_ctrl_t;
    typedef struct packed {
        logic       is_jal;
        logic       is_jalr;
        logic       is_branch;
        logic [2:0] branch_fn;
    } ctrl_transfer_t;
endpackage
package riscv_pkg;
    localparam  OPCODE_LEN = 7;
    localparam  FUNCT3_LEN = 3;
    typedef enum logic[6:0] {
        LUI     = 7'b0110111,
        AUIPC   = 7'b0010111,
        JAL     = 7'b1101111,
        JALR    = 7'b1100111,
        BRANCH  = 7'b1100011,
        LOAD    = 7'b0000011,
        STORE   = 7'b0100011,
        RI      = 7'b0010011,  
        RR      = 7'b0110011,  
        FENCE   = 7'b0001111,
        EXCPT   = 7'b1110011
    } opcode_e;
    typedef struct packed {
        logic   LUI;
        logic   AUIPC;
        logic   JAL;
        logic   JALR;
        logic   BRANCH;
        logic   LOAD;
        logic   STORE;
        logic   RI;
        logic   RR;
        logic   FENCE;
        logic   EXCPT;
    } opcode_1hot_struct_t;
    typedef enum logic[2:0] {
        R_type  = 3'b000,
        I_type  = 3'b001,
        S_type  = 3'b010,
        B_type  = 3'b011,
        U_type  = 3'b100,
        J_type  = 3'b101,
        NONE_t  = 3'b111
    } instr_formats_e;
    typedef struct packed {
        logic   R_fmt;
        logic   I_fmt;
        logic   S_fmt;
        logic   B_fmt;
        logic   U_fmt;
        logic   J_fmt;
    } instr_fmt_1hot_struct_t;
endpackage
import core_types_pkg::*;
module F_stage (
    input  logic            clk,
    input  logic            rst_n,
    input  [N_BITS-1:0]     pc,
    output [N_BITS-1:0]     next_pc,
    input  [N_BITS-1:0]     jal_tgt,
    input                   jal_vld,
    input  [N_BITS-1:0]     branch_tgt,
    input                   branch_vld,
    input  [N_BITS-1:0]     jalr_tgt,
    input                   jalr_vld,
    input  logic            vld_in,
    output logic            vld,
    input  logic            stall_in,
    output logic            stall,
    input  logic            squash_in,
    output logic            squash
);
    logic [N_BITS-1:0]      pc_plus4;
    logic [1:0]             next_pc_mux_sel;
    logic                   gen_stall;
    logic                   gen_squash;
    logic                   vld_raw;
    assign pc_reg_en = rst_n && !stall;  
    assign pc_plus4 = pc + 4;
    dl_reg_en_rst #(
        .NUM_BITS   (1)
    ) F_stage_vld_reg (
        .clk        (clk),
        .rst_n      (rst_n),
        .en         (!stall),
        .d          (vld_in),
        .q          (vld_raw)
    );
    dl_mux4 #(
        .NUM_BITS   (N_BITS)
    ) next_pc_mux (
        .in0        (pc_plus4),
        .in1        (jal_tgt),
        .in2        (branch_tgt),
        .in3        (jalr_tgt),
        .sel        (next_pc_mux_sel),  
        .out        (next_pc)
    );
    dl_pri_encoder_4p2p next_pc_mux_sel_encoder (
        .in     ({jalr_vld, branch_vld, jal_vld, 1'b1}),
        .out    (next_pc_mux_sel)
    );
    assign gen_stall = 1'b0;
    assign stall = gen_stall || stall_in;
    assign gen_squash = 1'b0;
    assign squash = squash_in || gen_squash;
    assign vld = vld_raw && !gen_stall && !squash_in;
endmodule : F_stage
module dl_mux4 #(
    parameter NUM_BITS = 32
)(
    input  logic [NUM_BITS-1:0]  in0,
    input  logic [NUM_BITS-1:0]  in1,
    input  logic [NUM_BITS-1:0]  in2,
    input  logic [NUM_BITS-1:0]  in3,
    input  logic [1:0]           sel,
    output logic [NUM_BITS-1:0]  out
);
    always_comb begin
        case (sel)
            2'd0:   out = in0;
            2'd1:   out = in1;
            2'd2:   out = in2;
            2'd3:   out = in3;
            default: out = in0;
        endcase
    end
endmodule
module dl_pri_encoder_4p2p #(
    localparam INPUT_WIDTH = 4,
    localparam OUTPUT_WIDTH = $clog2(INPUT_WIDTH)
)(
    input  logic [INPUT_WIDTH-1:0]  in,
    output logic [OUTPUT_WIDTH-1:0] out
);
    always_comb begin
        if      (in[3]) out = 2'd3;
        else if (in[2]) out = 2'd2;
        else if (in[1]) out = 2'd1;
        else if (in[0]) out = 2'd0;
        else            out = 2'd0;
    end
endmodule
module dl_reg_en_rst #(
    parameter   NUM_BITS = 32,
    parameter   RST_VAL = 0
)(
    input  logic                clk,
    input  logic                rst_n,
    input  logic                en,
    input  logic [NUM_BITS-1:0] d,
    output logic [NUM_BITS-1:0] q
);
    always @(posedge clk) begin
        if (!rst_n) begin
            q <= RST_VAL;
        end else begin
            if (en) begin
                q <= d;
            end
        end
    end
endmodule
```

==> metrics.log <==
[report] extracting results
INFO  metric synthMostInstantiatedCell = a21oi_1
INFO  metric ys_seq_frac = 0.0140
INFO  metric warning_count = 29
INFO  metric floorplan.core_area = 5540 µm²
INFO  metric async_flop_share = 0
INFO  metric largest_register_ff_count = 1
INFO  metric synth-edff-count = 0
INFO  metric run_status = finished clean
INFO  metric worstMarginPinSlew = roughly 770 ps
INFO  metric gp_congestion = around 0.88
INFO  metric grt_setup_unrepaired = no
INFO  metric drtPass1Iterations = 4
INFO  metric vias = about 2,200
INFO  metric synthesis.yosys.warnings = 4
INFO  metric die_area = approximately 9000 µm²
INFO  metric end_kind = primary output
INFO  metric grt_pass1_vias = between 2,000 and 2,500
INFO  metric worst_hold_path_type = reg2reg
INFO  metric layout.core_utilization = 0.556
INFO  metric crit_path_max_fanout = 19
INFO  metric timing.final.max_slew_violations = 0
INFO  metric worst-setup-path-type = in2out
INFO  metric max-vdd-ir-drop = 0.0000306 V
INFO  metric first_pass_grt_wire_length = 12,400 µm
INFO  metric postSynth.topFlopCell = dfxtp_1
INFO  metric layout-area-overhead-vs-synth = 116%
INFO  metric drive_above_1_share = 0.0296
INFO  metric max-cap-violations = 0
INFO  metric postLayoutSetupSlackWorst = between 2000 and 2500 ps
INFO  metric floorplan.rows = 27
INFO  metric floorplan.core_util = 0.257
INFO  metric ys_cells = roughly 220
INFO  metric fin_total_pwr = around 0.15 mW
INFO  metric netlist_instances = 220
INFO  metric fillers = around 570
INFO  metric cp_slowest_cell = clkdlybuf4s50_1
INFO  metric initial_antenna_violation_count = 0
INFO  metric netlist_top_cells_area = xor2_1 14%, a21oi_1 12%, o22ai_1 9.2%
INFO  metric largest_registers = F_stage_vld_reg.q x1
INFO  metric clock.fmax = 166 MHz
INFO  metric common_cells = 34 x a21oi_1, 23 x xor2_1, 21 x nor2_1, 21 x o22ai_1, 19 x nand2_1
INFO  metric routed_via_density = between 4 and 5
INFO  metric worstPathCellList = clkdlybuf4s50_1 > clkinv_1 > o22ai_1 > nor2_1 > a21oi_1 > a21oi_1 > clkdlybuf4s50_1
INFO  metric pin_count_of_the_biggest_net_entering_global_routing = about 62
INFO  metric slew_headroom = 0.490
INFO  metric synth.top_cell.area_share = 0.141
INFO  metric cpPeakStageDelay = roughly 900 ps
INFO  metric route.antenna.remaining_nets = 0
INFO  metric final_design_area_no_fill = slightly above 3000 µm²
INFO  metric hpwlAfterDp = around 7200 µm
INFO  metric top_register = F_stage_vld_reg.q
INFO  metric shortest_period_the_worst_path_allows = between 6000 and 7000 ps
INFO  metric clock_insertion_delay_worst_skew = 0 ps
INFO  metric dpl-instance-area = ~3000 µm²
INFO  metric route.final.wire_length = roughly 8400 µm
INFO  metric finalSetupViolCount = 0
INFO  metric grt_overflow_total = 0
INFO  metric number_of_antenna_repair_diodes = 0
INFO  metric io_buffers = around 170
INFO  metric synth.lib_cells_used.distinct = 33
INFO  metric cellPowerDensity = about 49 nW/µm²
INFO  metric ios = around 170
INFO  metric gr-usage-all-layers = 0.169
INFO  metric dp.cells = roughly 440
INFO  metric top_area_cell = xor2_1
INFO  metric post_cts.repair.setup_buffers = 0
INFO  metric worstSetupStartpointType = input port
INFO  metric final-instance-count-excl-fill = approximately 440
INFO  metric leakagePower = ~1.1 nW
INFO  metric synth.avg_cell_area = 6.48 µm²
INFO  metric hold_violations = 0
INFO  metric cts_hold_repair.buffers = 0
INFO  metric finalClockSkew = 0 ps
INFO  metric die_width = 96 µm
INFO  metric timing.final.crit_share = 0.710
INFO  metric dr.first_iter.drc_count = 107
INFO  metric totalNegativeSetupSlack = 0 ps
INFO  metric post_synth_instance_area = roughly 1400 µm²
INFO  metric dpl_worst_slack = ~2500 ps
INFO  metric ys_chip_area = 1430 µm²
INFO  metric clkTransAtPathRegs = 0 ps
INFO  metric detail_route.wl_per_cell = ~19 µm
INFO  metric cp.required = between 6000 and 7000 ps
INFO  metric die_h = around 96 µm
INFO  metric postSynthRegisterBits = 1
INFO  metric fin_hold_ws = just over 500 ps
INFO  metric arrival = about 4300 ps
INFO  metric cts.repair.resized = 0
INFO  metric detail_route.drc_violations = 0
[worst max-delay path: cells and delay by family]
kind / cells / cell delay [ps]
AND/OR/NAND/NOR: 1 / 70
buffers and inverters: 3 / 2000
AND-OR/OR-AND: 3 / 570
[layout by cell type, fill, tap and decap left out, types with 2 or more instances in the layout]
master,instances
a21oi_1,34
a22oi_1,14
and3_1,5
and3_2,3
and4_1,2
buf_4,3
clkdlybuf4s50_1,169
inv_1,2
nand2_1,19
nand3_1,13
nand4_1,9
nor2_1,21
nor2b_1,3
o221ai_1,13
o22ai_1,21
xnor2_1,5
xor2_1,23
[worst paths after layout]
kind                      from                end  slack, ps  cells past startpoint
min reg2reg  F_stage_vld_reg.q  F_stage_vld_reg.q        510                      2
min          F_stage_vld_reg.q  F_stage_vld_reg.q        510                      2
max                 branch_vld        next_pc[17]       2470                      7
max reg2reg  F_stage_vld_reg.q  F_stage_vld_reg.q       7910                      2
[power by group]
group / internal, mW / switching [mW] / total, mW
combinational: 0.0987 / 0.0470 / 0.146
sequential: 0.00507 / 0.000120 / 0.00519
clock: 0 / 0 / 0
total: 0.104 / 0.0472 / 0.151
[cell type report]
cell class,count,area (µm²),area share
multi-input combinational,195,1240,0.402
tap,72,90.1,0.0293
inverter,3,11.3,0.00366
sequential,1,20.0,0.00650
timing repair buffer,173,1720,0.559
[per-layer routing]
metal,track usage,routed length (µm),vias up
met3,0.0566,919,0
met4,0,0,0
met2,0.293,4010,89
li1,-,-,1146
met5,0,0,-
met1,0.212,3440,965
[logic make-up after synthesis]
group,synth area share
AOI/OAI and AO/OA,0.369
xor gates and xnor gates,0.172
adders and majority gates,0.00878
buffers and inverters,0.121
DFF,0.0140
muxes,0.00702
and+or+nand+nor,0.308
Power figures rest on the tool's default switching activity, not on a simulated workload.
