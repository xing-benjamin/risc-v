`run.sh`:
```
#!/bin/bash
# OpenROAD 26Q1-2900-gdf79404cd8, Yosys 0.63+post, stock flow scripts
make -C /OpenROAD-flow-scripts/flow DESIGN_CONFIG=/design/flow/config.mk WORK_HOME=/design/flow/orfs finish
```
`config.mk`:
```
export PLATFORM = sky130hd
export DESIGN_NAME = regfile
export DESIGN_NICKNAME = regfile
export VERILOG_FILES = /design/flow/design.v
export SDC_FILE = /design/flow/constraint.sdc
export NUM_CORES = 4
export LEC_CHECK = 1
export CORE_UTILIZATION = 50
```
`constraint.sdc`:
```
current_design regfile

set clk_period 6.4
set clk_io_pct 0.2

create_clock -name clk0 -period $clk_period [get_ports {clk}]

set non_clock_inputs [all_inputs -no_clocks]
set_input_delay [expr $clk_period * $clk_io_pct] -clock clk0 $non_clock_inputs
set_output_delay [expr $clk_period * $clk_io_pct] -clock clk0 [all_outputs]
```
`design.v`:
```
interface clk_intf #(
    parameter CLK_PERIOD = 5
)(
    output logic clk
);
    initial begin
        clk = 1'b0;
    end
    always #(CLK_PERIOD) clk = !clk;
endinterface
package memory_types_pkg;
    typedef struct packed {
        logic [2:0]  mtype;
        logic [31:0] addr;
        logic [1:0]  len;
        logic [31:0] data;
    } mem_pkt_t;
    typedef enum logic [2:0] {
        READ = 3'd0,
        WRITE = 3'd1
    } mem_pkt_type_e;
endpackage
package core_types_pkg;
    localparam N_BITS = 32;
    localparam N_BITS_LOG2 = $clog2(N_BITS);
    localparam RF_N_REGS = 32;
    localparam RF_IDX_WIDTH = $clog2(RF_N_REGS);
    localparam logic [31:0] PC_RESET = 32'hfffffffc;
    typedef struct packed {
        logic [2:0] funct;
        logic       aux_sel;
    } alu_op_t;
    typedef enum logic[2:0] {
        ALU_FN_AS   = 3'b000,
        ALU_FN_SLL  = 3'b001,
        ALU_FN_SLT  = 3'b010,
        ALU_FN_SLTU = 3'b011,
        ALU_FN_XOR  = 3'b100,
        ALU_FN_SR   = 3'b101,
        ALU_FN_OR   = 3'b110,
        ALU_FN_AND  = 3'b111
    } alu_funct_e;
    typedef enum logic[3:0] {
        ALU_OP_ADD  = {ALU_FN_AS, 1'b0},
        ALU_OP_SUB  = {ALU_FN_AS, 1'b1},
        ALU_OP_SLL  = {ALU_FN_SLL, 1'b0},
        ALU_OP_SLT  = {ALU_FN_SLT, 1'b0},
        ALU_OP_SLTU = {ALU_FN_SLTU, 1'b0},
        ALU_OP_XOR  = {ALU_FN_XOR, 1'b0},
        ALU_OP_SRL  = {ALU_FN_SR, 1'b0},
        ALU_OP_SRA  = {ALU_FN_SR, 1'b1},
        ALU_OP_OR   = {ALU_FN_OR, 1'b0},
        ALU_OP_AND  = {ALU_FN_AND, 1'b0}
    } alu_op_e;
    typedef struct packed {
        logic [RF_IDX_WIDTH-1:0]    rd;
        logic                       wr_en;
    } rf_ctrl_t;
    typedef struct packed {
        logic       vld;
        logic       mtype;  
        logic [1:0] len;
    } dmem_req_ctrl_t;
    typedef struct packed {
        logic       is_jal;
        logic       is_jalr;
        logic       is_branch;
        logic [2:0] branch_fn;
    } ctrl_transfer_t;
endpackage
package riscv_pkg;
    localparam  OPCODE_LEN = 7;
    localparam  FUNCT3_LEN = 3;
    typedef enum logic[6:0] {
        LUI     = 7'b0110111,
        AUIPC   = 7'b0010111,
        JAL     = 7'b1101111,
        JALR    = 7'b1100111,
        BRANCH  = 7'b1100011,
        LOAD    = 7'b0000011,
        STORE   = 7'b0100011,
        RI      = 7'b0010011,  
        RR      = 7'b0110011,  
        FENCE   = 7'b0001111,
        EXCPT   = 7'b1110011
    } opcode_e;
    typedef struct packed {
        logic   LUI;
        logic   AUIPC;
        logic   JAL;
        logic   JALR;
        logic   BRANCH;
        logic   LOAD;
        logic   STORE;
        logic   RI;
        logic   RR;
        logic   FENCE;
        logic   EXCPT;
    } opcode_1hot_struct_t;
    typedef enum logic[2:0] {
        R_type  = 3'b000,
        I_type  = 3'b001,
        S_type  = 3'b010,
        B_type  = 3'b011,
        U_type  = 3'b100,
        J_type  = 3'b101,
        NONE_t  = 3'b111
    } instr_formats_e;
    typedef struct packed {
        logic   R_fmt;
        logic   I_fmt;
        logic   S_fmt;
        logic   B_fmt;
        logic   U_fmt;
        logic   J_fmt;
    } instr_fmt_1hot_struct_t;
endpackage
module regfile #(
    parameter N_BITS = 32,
    parameter N_REGS = 32,
    localparam N_IDX = $clog2(N_REGS)
)(
    input  logic                clk,
    input  logic                rst_n,
    input  logic [N_IDX-1:0]    rd0_idx,
    input  logic [N_IDX-1:0]    rd1_idx,
    output logic [N_BITS-1:0]   rd0_data,
    output logic [N_BITS-1:0]   rd1_data,
    input  logic                wr_en,
    input  logic [N_IDX-1:0]    wr_idx,
    input  logic [N_BITS-1:0]   wr_data
);
    logic [N_BITS-1:0]  wr_sel;
    dl_decoder_5p32p wr_idx_decoder (
        .in     (wr_idx),
        .out    (wr_sel)
    );
    generate
        for (genvar i = 1; i < N_REGS; i++) begin : genblk_regfile_arr
            logic [N_BITS-1:0]  rd_data;
            dl_reg_en_rst #(
                .NUM_BITS(N_BITS)
            ) reg_inst (
                .clk    (clk),
                .rst_n  (rst_n),
                .en     (wr_en & wr_sel[i]),
                .d      (wr_data),
                .q      (rd_data)
            );
        end
        for (genvar j = 0; j < 2; j++) begin : genblk_rd_data_mux
            logic [N_IDX-1:0]   sel;
            logic [N_BITS-1:0]  out;
            dl_mux32 #(
                .NUM_BITS(N_BITS)
            ) rd0_data_mux (
                .in0    ({N_BITS{1'b0}}),
                .in1    (genblk_regfile_arr[1].rd_data),
                .in2    (genblk_regfile_arr[2].rd_data),
                .in3    (genblk_regfile_arr[3].rd_data),
                .in4    (genblk_regfile_arr[4].rd_data),
                .in5    (genblk_regfile_arr[5].rd_data),
                .in6    (genblk_regfile_arr[6].rd_data),
                .in7    (genblk_regfile_arr[7].rd_data),
                .in8    (genblk_regfile_arr[8].rd_data),
                .in9    (genblk_regfile_arr[9].rd_data),
                .in10   (genblk_regfile_arr[10].rd_data),
                .in11   (genblk_regfile_arr[11].rd_data),
                .in12   (genblk_regfile_arr[12].rd_data),
                .in13   (genblk_regfile_arr[13].rd_data),
                .in14   (genblk_regfile_arr[14].rd_data),
                .in15   (genblk_regfile_arr[15].rd_data),
                .in16   (genblk_regfile_arr[16].rd_data),
                .in17   (genblk_regfile_arr[17].rd_data),
                .in18   (genblk_regfile_arr[18].rd_data),
                .in19   (genblk_regfile_arr[19].rd_data),
                .in20   (genblk_regfile_arr[20].rd_data),
                .in21   (genblk_regfile_arr[21].rd_data),
                .in22   (genblk_regfile_arr[22].rd_data),
                .in23   (genblk_regfile_arr[23].rd_data),
                .in24   (genblk_regfile_arr[24].rd_data),
                .in25   (genblk_regfile_arr[25].rd_data),
                .in26   (genblk_regfile_arr[26].rd_data),
                .in27   (genblk_regfile_arr[27].rd_data),
                .in28   (genblk_regfile_arr[28].rd_data),
                .in29   (genblk_regfile_arr[29].rd_data),
                .in30   (genblk_regfile_arr[30].rd_data),
                .in31   (genblk_regfile_arr[31].rd_data),
                .sel    (sel),
                .out    (out)
            );
        end
    endgenerate
    assign genblk_rd_data_mux[0].sel = rd0_idx;
    assign genblk_rd_data_mux[1].sel = rd1_idx;
    assign rd0_data = genblk_rd_data_mux[0].out;
    assign rd1_data = genblk_rd_data_mux[1].out;
endmodule
module dl_decoder_5p32p #(
    localparam OUTPUT_WIDTH = 32,
    localparam INPUT_WIDTH = $clog2(OUTPUT_WIDTH)
)(
    input  logic [INPUT_WIDTH-1:0]  in,
    output logic [OUTPUT_WIDTH-1:0] out
);
    always_comb begin
        out = 32'b0;
        case (in)
            5'd0:   out[0] = 1'b1;
            5'd1:   out[1] = 1'b1;
            5'd2:   out[2] = 1'b1;
            5'd3:   out[3] = 1'b1;
            5'd4:   out[4] = 1'b1;
            5'd5:   out[5] = 1'b1;
            5'd6:   out[6] = 1'b1;
            5'd7:   out[7] = 1'b1;
            5'd8:   out[8] = 1'b1;
            5'd9:   out[9] = 1'b1;
            5'd10:   out[10] = 1'b1;
            5'd11:   out[11] = 1'b1;
            5'd12:   out[12] = 1'b1;
            5'd13:   out[13] = 1'b1;
            5'd14:   out[14] = 1'b1;
            5'd15:   out[15] = 1'b1;
            5'd16:   out[16] = 1'b1;
            5'd17:   out[17] = 1'b1;
            5'd18:   out[18] = 1'b1;
            5'd19:   out[19] = 1'b1;
            5'd20:   out[20] = 1'b1;
            5'd21:   out[21] = 1'b1;
            5'd22:   out[22] = 1'b1;
            5'd23:   out[23] = 1'b1;
            5'd24:   out[24] = 1'b1;
            5'd25:   out[25] = 1'b1;
            5'd26:   out[26] = 1'b1;
            5'd27:   out[27] = 1'b1;
            5'd28:   out[28] = 1'b1;
            5'd29:   out[29] = 1'b1;
            5'd30:   out[30] = 1'b1;
            5'd31:   out[31] = 1'b1;
        endcase
    end
endmodule
module dl_mux32 #(
    parameter NUM_BITS = 32
)(
    input  logic [NUM_BITS-1:0]  in0,
    input  logic [NUM_BITS-1:0]  in1,
    input  logic [NUM_BITS-1:0]  in2,
    input  logic [NUM_BITS-1:0]  in3,
    input  logic [NUM_BITS-1:0]  in4,
    input  logic [NUM_BITS-1:0]  in5,
    input  logic [NUM_BITS-1:0]  in6,
    input  logic [NUM_BITS-1:0]  in7,
    input  logic [NUM_BITS-1:0]  in8,
    input  logic [NUM_BITS-1:0]  in9,
    input  logic [NUM_BITS-1:0]  in10,
    input  logic [NUM_BITS-1:0]  in11,
    input  logic [NUM_BITS-1:0]  in12,
    input  logic [NUM_BITS-1:0]  in13,
    input  logic [NUM_BITS-1:0]  in14,
    input  logic [NUM_BITS-1:0]  in15,
    input  logic [NUM_BITS-1:0]  in16,
    input  logic [NUM_BITS-1:0]  in17,
    input  logic [NUM_BITS-1:0]  in18,
    input  logic [NUM_BITS-1:0]  in19,
    input  logic [NUM_BITS-1:0]  in20,
    input  logic [NUM_BITS-1:0]  in21,
    input  logic [NUM_BITS-1:0]  in22,
    input  logic [NUM_BITS-1:0]  in23,
    input  logic [NUM_BITS-1:0]  in24,
    input  logic [NUM_BITS-1:0]  in25,
    input  logic [NUM_BITS-1:0]  in26,
    input  logic [NUM_BITS-1:0]  in27,
    input  logic [NUM_BITS-1:0]  in28,
    input  logic [NUM_BITS-1:0]  in29,
    input  logic [NUM_BITS-1:0]  in30,
    input  logic [NUM_BITS-1:0]  in31,
    input  logic [4:0]           sel,
    output logic [NUM_BITS-1:0]  out
);
    always_comb begin
        case (sel)
            5'd0:   out = in0;
            5'd1:   out = in1;
            5'd2:   out = in2;
            5'd3:   out = in3;
            5'd4:   out = in4;
            5'd5:   out = in5;
            5'd6:   out = in6;
            5'd7:   out = in7;
            5'd8:   out = in8;
            5'd9:   out = in9;
            5'd10:   out = in10;
            5'd11:   out = in11;
            5'd12:   out = in12;
            5'd13:   out = in13;
            5'd14:   out = in14;
            5'd15:   out = in15;
            5'd16:   out = in16;
            5'd17:   out = in17;
            5'd18:   out = in18;
            5'd19:   out = in19;
            5'd20:   out = in20;
            5'd21:   out = in21;
            5'd22:   out = in22;
            5'd23:   out = in23;
            5'd24:   out = in24;
            5'd25:   out = in25;
            5'd26:   out = in26;
            5'd27:   out = in27;
            5'd28:   out = in28;
            5'd29:   out = in29;
            5'd30:   out = in30;
            5'd31:   out = in31;
            default: out = in0;
        endcase
    end
endmodule
module dl_reg_en_rst #(
    parameter   NUM_BITS = 32,
    parameter   RST_VAL = 0
)(
    input  logic                clk,
    input  logic                rst_n,
    input  logic                en,
    input  logic [NUM_BITS-1:0] d,
    output logic [NUM_BITS-1:0] q
);
    always @(posedge clk) begin
        if (!rst_n) begin
            q <= RST_VAL;
        end else begin
            if (en) begin
                q <= d;
            end
        end
    end
endmodule
```
==> ci_impl_report.md <==
## PnR job results

| Metric | Value |
|---|---|
| Tcrit/Tclk final | 101% |
| Worst hold-check path type | register to register |
| Yosys cell count | about 6400 |
| Worst vdd ir | ~210 uV |
| Die height | 318 um |
| Vias in the first global route | 51200 |
| CP Class | primary input to output pin |
| Mux area share | 1.82% |
| Latency at later pin | just over 700 ps |
| Adder Share, Synth | 0% |
| Max Root-Sink Buffers | 3 |
| Sw frac | 25.6% |
| Critical path capture point type | output pin |
| I/O Buffers | 113 |
| Synth unique cells | 60 |
| Maximum number of pins on one net before global-route repair | between 150 and 200 |
| Area delta synth->final | 14.3% |
| Core box area | 98700 um^2 |
| Layout Utilization | 57.9% |
| Final setup violation count | 1 |
| Hold Vio Cnt, Final | 0 |
| Post-synth EDFFs | 0 |
| Crit path launch | rd1_idx[2] |
| Avg Cell Area, Syn | a little under 8 um^2 |
| Seq pwr share | 44.5% |
| Outcome | finished with violations |
| Initial drt markers | 8052 |
| Top flop regs | genblk_regfile_arr.reg_inst.q: 992 flops |
| Pint | around 10000 uW |
| Global-route wire length before repair | 403 mm |
| Routed WL per cell | 38.6 um |
| Post-Syn Area | between 50000 and 60000 um^2 |
| Post-DP HPWL | 184 mm |
| Worst Skew | 0 ps |
| Compound Share, Synth | 28.6% |
| CP Capture Point | rd1_data[10] |
| Clock share of power | between 40% and 50% |
| Crit path time final | 6440 ps |
| Worst EP arrival | 5160 ps |
| Max_slew headroom | 15.6% |
| Dominant comb cell | AND-OR/OR-AND gates |
| DR vias/cell | 7.23 |
| Switching pwr | 3600 uW |
| CP Launch Type | primary input |
| Max frequency | approximately 160 MHz |
| FF-to-FF End | genblk_regfile_arr[24].reg_inst.q[30] |
| OpenROAD warning count | 49 |
| Syn. warnings | 3 |
| Root Driver | clkbuf_16 |
| Reg2reg setup slack | 5560 ps |
| Slack of the critical path | -41.1 ps |
| # H-tree levels | 3 |
| DR DRC count | 0 |
| Worst Path Required | around 5100 ps |
| Routed Antenna Nets | 0 |
| Area leader, netlist | dfxtp_1 |
| Pre-placement core utilization | between 50% and 60% |
| Vias | around 56000 |
| Asr flop ratio synth | 0% |
| Grt ovf | 0 |
| Yosys Chip Area | around 50000 um^2 |
| Final Cell Area | 57200 um^2 |
| Synthesis-stage register bit count | ~1000 |
| FF-to-FF Start | genblk_regfile_arr[24].reg_inst.q[30] |
| Most frequent cells in the layout | nand2_1 (2074), a21boi_0 (992), dfxtp_1 (992) |
| Mapped Cells | 6447 |
| Yosys top cell area share | 39.7% |
| Clk slew on worst S/H paths | 60 ps |
| Crit path max fanout | 19 |
| Max reg flops | ~990 |
| Top cell excl fill/tap | nand2_1 |
| Most flops, register | genblk_regfile_arr.reg_inst.q |
| PwrDens | 246 nW/um^2 |
| Area of the die | 101000 um^2 |
| Total Routing Usage GR | 59.4% |
| Failing checks | negative setup slack |
| AND/OR/NAND/NOR Cells, Area Fraction | 24.6% |
| Filler instances | between 8000 and 9000 |
| Synth Seq Share | around two fifths |
| Top cells, area | dfxtp_1 (40%), nand2_1 (16%), a21boi_0 (15%) |
| Initial antenna violation count | 34 |
| Comb pwr share | 7.2% |
| Worst-case reg-to-reg path depth | 2 |
| GPL Wtd Cong | between 1 and 1.5 |
| CTS Sinks | 992 |
| Dominant synthesized flop cell | dfxtp_1 |
| I/O pin count | roughly 110 |
| Max cap viols | 0 |
| Setup TNS Final | -41.1 ps |
| Final Max Slew Viols | 0 |
| Setup repair after global routing missed its margin | no |
| Worst slew pin tran | approximately 1200 ps |
| Placed Area | 53300 um^2 |
| Row cnt | 115 |
| Total CTS buffers | 108 |
| Lkg Pwr | 0.0199 uW |
| Detailed-route wire length | 298 mm |
| Share of cells above drive strength 1 | 10.3% |
| Drt pass-1 iters | 8 |
| TritonCTS clock tree | done |
| Die Span X | about 320 um |
| XOR Share, Synth | 0% |
timing repair:
| action | CTS | global route |
|---|---|---|
| resized | 0 | 1 |
| endpoints found under the hold margin | 0 | 0 |
| setup endpoints to repair | 0 | 1 |
| hold buffers | 0 | 0 |
| buffers inserted | 0 | 0 |
cells in the mapped netlist, types with 10 or more instances:
cell type,n
a2111oi_0,94
a22o_1,62
mux2i_1,63
and2_1,28
mux2_2,25
o32ai_1,11
a21boi_0,992
a221oi_1,25
or4_1,60
a21oi_1,19
nor3b_1,11
a22oi_1,574
a222oi_1,28
buf_2,34
clkbuf_1,594
nand3_1,56
nor2_1,95
nor3_1,12
buf_1,17
inv_1,11
o2bb2ai_1,10
dfxtp_1,992
nand4_1,116
nand2_1,2105
nor2b_1,11
and3_1,289
buf_6,10
routing by layer:
| metal | up-vias | track usage, % | wire, um |
|---|---|---|---|
| li1 | 22500 | - | - |
| met1 | 26200 | 72.0 | 99800 |
| met2 | 5263 | 75.6 | 112000 |
| met3 | 1810 | 36.7 | 54600 |
| met4 | 44 | 45.3 | 30900 |
| met5 | - | 2.41 | 503 |
cells by family (layout without fill, tap and decap cells):
kind of cell | Yosys count | count (layout)
other | 0 | 23
flip-flops | 992 | 992
multiplexers | 88 | 88
buffers and inverters | 670 | 630
AND-OR/OR-AND | 1862 | 1862
AND/OR/NAND/NOR | 2835 | 2835
final cells by class:
| class | count | area (um^2) | share of cell area, % |
|---|---|---|---|
| Multi-Input combinational cell | 4785 | 28100 | 49.2 |
| Timing Repair Buffer | 421 | 3710 | 6.49 |
| Inverter | 11 | 41.3 | 0.0722 |
| Tap cell | 1287 | 1610 | 2.82 |
| Clock buffer | 154 | 3140 | 5.49 |
| Clock inverter | 44 | 633 | 1.11 |
| Antenna cell | 23 | 57.6 | 0.101 |
| Sequential cell | 992 | 19900 | 34.7 |
power by group through the flow:
| stage | logic, uW | registers [uW] | clock network (uW) |
|---|---|---|---|
| CTS | 924 | 6260 | 6760 |
| global route | 978 | 6260 | 7010 |
| finish | 1010 | 6260 | 6800 |
critical path, cell delays in order:
cell             delay (ps)
clkdlybuf4s50_1         670
and3b_2                 510
buf_4                   320
and3_1                  240
a2111oi_0               530
buf_4                   200
nand4_1                 120
or4_1                   740
clkdlybuf4s50_1         480
worst min path at each step:
stage                                startpoint  cells past startpoint                               endpoint  slack [ps]
5_1_grt   genblk_regfile_arr[11].reg_inst.q[10]                      2  genblk_regfile_arr[11].reg_inst.q[10]         490
4_1_cts   genblk_regfile_arr[27].reg_inst.q[25]                      2  genblk_regfile_arr[27].reg_inst.q[25]         470
6_report  genblk_regfile_arr[12].reg_inst.q[18]                      2  genblk_regfile_arr[12].reg_inst.q[18]         470
through the flow:
stage | worst slack (ps) | cells | power (uW) | hold WS [ps]
final | -41.1 | 7717 | 14100 | 473
after global routing | 13.6 | 7698 | 14300 | 494
after CTS | 181 | 7694 | 13900 | 470
after detailed placement | 217 | 7496 | 7320 | 462
after global placement | 188 | 7496 | 7320 | 451
after floorplan | 2050 | 6447 | 6830 | 443
Power figures rest on the tool's default switching activity, not on a simulated workload.
